===== ./design.v =====
module regfile (
    input logic [4:0] read_reg1, read_reg2, write_reg,  
    input logic signed [31:0] write_data,              
    input logic write_en,
    input logic clk, rstn,
    output logic signed [31:0] read_data1, read_data2,
    output logic [31:0] x5, x6, x11
);
    logic [31:0] registers [31:0];
    assign read_data1 = registers[read_reg1];
    assign read_data2 = registers[read_reg2];
    always @(posedge clk or negedge rstn) begin
        if (~rstn) begin
            for (int i = 0; i < 32; i++) registers[i] <= 32'b0;
        end else if (write_en && write_reg) begin
            registers[write_reg] <= write_data;
        end
    end
    assign x5 = registers[5];
    assign x6 = registers[6];
    assign x11 = registers[11];
endmodule

===== ./run.sh =====
#!/bin/bash
# OpenROAD 26Q1-2900-gdf79404cd8, Yosys 0.63+post, stock flow scripts
make -C /OpenROAD-flow-scripts/flow DESIGN_CONFIG=/design/flow/config.mk WORK_HOME=/design/flow/orfs finish

===== ./config.mk =====
export PLATFORM = sky130hd
export DESIGN_NAME = regfile
export DESIGN_NICKNAME = regfile
export VERILOG_FILES = /design/flow/design.v
export SDC_FILE = /design/flow/constraint.sdc
export NUM_CORES = 4
export LEC_CHECK = 1
export CORE_UTILIZATION = 40

===== ./constraint.sdc =====
current_design regfile

set clk_period 7.0
set clk_io_pct 0.2

create_clock -name clk0 -period $clk_period [get_ports {clk}]

set non_clock_inputs [all_inputs -no_clocks]
set_input_delay [expr $clk_period * $clk_io_pct] -clock clk0 $non_clock_inputs
set_output_delay [expr $clk_period * $clk_io_pct] -clock clk0 [all_outputs]

==> out/metrics.yaml <==
clock_network:
  clk_pin_slew_ps: 60
  htree_levels: 3
  cts_buffers: 114
  cts_resized: 0
  cts_root_buf: "clkbuf_16"
  cts_hold_buf: 0
  clk_latency_ps: 780
  clock_sinks: 1024
  post_cts_buffers: 0
  clockBufferDepth: 3
  tritoncts: "built"
drt:
  wl_um: 298000
  vias: 46500
  first_pass_iters: 8
  dr.first_iter.drc_count: 6064
  drcViolationCount: 0
  vias_per_cell: 7.27
  drtAntennaViolNets: 0
  wl_per_cell_um: 46.5
global_route:
  grt_use_total_pct: 47.3
  antenna_found_initial: 19
  overflow: 0
  grt_pass1_vias: 45900
  grt_max_degree: 122
  grt_pass1_wl_um: 401000
pwr:
  leakage_nw: 26.6
  clkPwrFrac_pct: 37.4
  p_total_mw: 17.7
  internal_power_mw: 12.5
  ir_drop_mv: 0.241
  netSwitchingPower_mw: 5.28
  swShare_pct: 29.7
  p_seq_share_pct: 46.9
  power_density_nw_per_um2: 289
  p_comb_share_pct: 15.7
cells_and_area:
  final_area_um2: 61400
  reg_top3: "registers: 1024 flops"
  combGateArea_um2: 24500
  final_layout_size_suffix_gt1_share_pct: 35.5
  areaGrowthSynthToFinish_pct: 18.7
  final_util_pct: 48.0
  largest_reg_flops: 1024
  num-fill-cells: 11400
  seq_area_um2: 25600
  top_register: "registers"
logic_synthesis:
  synth_cells: 4389
  ys_cells: 4389
  ys_seq_share_pct: 49.6
  edf_count: 0
  yosysWarnings: 2
  ys_top_cells_by_count: "1024 x dfrtp_1, 1009 x mux2_2, 700 x a22oi_1"
  async_flop_share_pct: 100
  synthDistinctLibCells: 69
  synth.avg_cell_area_um2: 11.8
  synthFlopType: "dfrtp_1"
  synth_top_cell_by_count: "dfrtp_1"
  top_area_cell: "dfrtp_1"
  yosys_area_um2: 51700
  yosys-top-cells-area: "dfrtp_1 50%, mux2_2 22%, a22oi_1 10%"
  syn_area_um2: 51700
  top_area_share_pct: 49.6
  ys_ff: 1024
sta:
  clock_skew_ps: 0
  setup_slack_ps: 217
  rsz0062_at_grt: "no"
  finalCriticalPeriod_ps: 6780
  setup_viol: 0
  max_freq_mhz: 147
  worst-slew-pin-transition_ps: 1180
  fin_tns_setup_ps: 0
  hold_viol_final: 0
  relSlewSlack_pct: 21.1
  finalCritPeriodShare_pct: 96.9
  slew_violations: 0
floorplanning:
  fp_util_pct: 40.4
  pin_count: 210
  fp.dieH_um: 362
  core_um2: 128000
  die_area_um2: 131000
  placementRows: 131
  die_x_um: 362
setup_path:
  path_class: "input pin to output port"
  cp-end-kind: "output port"
  critPathMaxFanout: 24
  startpoint_type: "input pin"
  cp_data_arrival_time_ps: 5380
  required_ps: 5600
flow_run:
  warnings: 51
  timing.max_cap.violations: 0
place:
  port-buffer-count: 209
  dpl.hpwl_um: 194000
  place_area_um2: 57200
  place_ws_ps: 488
  place.gp.congestion: 1.11
status:
  status: "complete, no violations"
hold_path:
  worstHoldPathType: "flop to flop"
==> worst paths after layout <==
check                                   end        startpoint  cells past startpoint  slack, ps
max                           read_data2[5]      read_reg2[2]                     10        220
min                        registers[0][13]  registers[0][13]                      0        400
max reg2reg                registers[6][31]  registers[6][31]                      1       5950
min reg2reg                registers[0][13]  registers[0][13]                      0        400
max in group asynchronous  registers[25][9]              rstn                      3       4670
min in group asynchronous  registers[2][12]              rstn                      1        580
==> placed cells by master, fill, tap and decap left out, types with 16 or more instances in the layout <==
cell type	count
nor2_4	62
a222oi_1	26
clkdlybuf4s50_1	198
diode_2	25
nand2_1	185
clkinv_2	21
mux2i_1	61
clkbuf_1	21
o21ai_0	34
a221oi_1	28
a32oi_1	27
nor4_1	20
a22o_1	55
nand4_1	92
a22oi_1	700
buf_4	331
a21oi_1	75
dfrtp_1	1024
nor3_1	70
o22ai_1	20
a31oi_1	29
buf_12	21
nor2_1	127
clkbuf_16	116
bufinv_16	18
nor2b_1	16
mux2_2	1009
clkbuf_8	21
nand3_1	44
==> logic make-up (layout without fill, tap and decap cells) <==
| group | after synthesis | after routing | share of synthesized area (%) |
|---|---|---|---|
| AND-OR/OR-AND | 1090 | 1090 | 15.8 |
| other | 0 | 25 | 0 |
| flip-flops | 1024 | 1024 | 49.6 |
| AND/OR/NAND/NOR | 736 | 736 | 7.13 |
| buffers and inverters | 456 | 778 | 3.95 |
| multiplexers | 1083 | 1083 | 23.6 |
==> metal layers <==
layer  share of wire (%)  vias to the layer above  global-route usage [%]
li1                    -                    17300                       -
met1                  36                    23800                    60.8
met2                  39                     4043                    61.0
met3                  16                     1362                    28.7
met4                 8.3                       29                    28.7
met5                0.14                        -                    1.66
==> through the flow <==
step	hold slack, ps	instances
4_1_cts	405	6373
2_1_floorplan	451	4389
3_5_place_dp	390	6161
6_report	401	6398
3_3_place_gp	388	6161
5_1_grt	412	6374
==> critical path: stages <==
cell             delay [ps]
buf_2                   680
or2_2                   830
nor2_4                  310
buf_12                  270
a22oi_1                 230
nand4_1                 110
a2111oi_0               710
a21oi_1                 170
buf_4                   210
clkdlybuf4s50_1         400
==> cell type report <==
class                   count  share of cell area (%)
flip-flops and latches   1024                    41.8
multi-input cells        2909                    40.0
repair buffers            561                    8.07
clock buffers             158                    5.33
well taps                1662                    3.39
clock inverters            54                    1.31
diodes                     25                   0.102
inverters                   5                  0.0306
==> power by group through the flow <==
stage     Combinational, mW  Clock (mW)  Sequential, mW
5_1_grt                2.94        6.89            8.41
4_1_cts                2.74        6.67            8.25
6_report               2.79        6.63            8.32
Power figures rest on the tool's default switching activity, not on a simulated workload.
