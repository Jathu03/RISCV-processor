`design/flow/config.mk`:
```
export PLATFORM = sky130hd
export DESIGN_NAME = alu
export DESIGN_NICKNAME = alu
export VERILOG_FILES = /design/flow/design.v
export SDC_FILE = /design/flow/constraint.sdc
export NUM_CORES = 4
export LEC_CHECK = 1
export CORE_UTILIZATION = 50
```
`design/flow/constraint.sdc`:
```
current_design alu

set clk_period 14.8
set clk_io_pct 0.2

create_clock -name clk0 -period $clk_period

set non_clock_inputs [all_inputs -no_clocks]
set_input_delay [expr $clk_period * $clk_io_pct] -clock clk0 $non_clock_inputs
set_output_delay [expr $clk_period * $clk_io_pct] -clock clk0 [all_outputs]
```
`design/flow/design.v`:
```
module alu (
    input logic signed [31:0] bus_a, bus_b,   
    input logic [3:0] alu_sel,               
    output logic signed [31:0] alu_out,
    output logic alu_zero, alu_neg
);
    always_comb begin
        unique case (alu_sel)
            'b0000: alu_out = bus_a + bus_b;
            'b0001: alu_out = bus_a - bus_b;
            'b0010: alu_out = bus_a << $unsigned(bus_b);
            'b0011: alu_out = bus_a >> $unsigned(bus_b);
            'b0100: alu_out = bus_a >>> $unsigned(bus_b);  
            'b0101: alu_out = bus_a & bus_b;
            'b0110:  alu_out = bus_a | bus_b;
            'b0111: alu_out = bus_a ^ bus_b;
            'b1000: alu_out = bus_a < bus_b;
            'b1001: alu_out = $unsigned(bus_a) < $unsigned(bus_b);
            'b1010:   alu_out = bus_a;
            'b1011:   alu_out = bus_b;
            'b1100: alu_out = $unsigned(bus_a) * $unsigned(bus_b);
            default:  alu_out = 'b0;
        endcase
    end
    assign alu_zero = (alu_out == 0);
    assign alu_neg = (alu_out < 0);
endmodule
```
`design/flow/run.sh`:
```
#!/bin/bash
# OpenROAD 26Q1-2900-gdf79404cd8, Yosys 0.63+post, stock flow scripts
make -C /OpenROAD-flow-scripts/flow DESIGN_CONFIG=/design/flow/config.mk WORK_HOME=/design/flow/orfs finish
```
==> job_summary.md <==
### Flow metrics

| Metric | Value |
|---|---|
| Cell count in the Yosys report | `3,363` |
| Post-DR vias/cell | `6.71` |
| Wire length of the first global-routing pass | `197,000 um` |
| Cell area after synthesis | `0.0263 mm^2` |
| Setup TNS | `0 ns` |
| Log Warnings | `between 90 and 100` |
| Min Clock Period, post-route | `approximately 15 ns` |
| Largest cells by area | `fa_1, ha_1, inv_1` |
| Number of global-route vias before repair | `between 20,000 and 30,000` |
| Cell mode on critical path | `buf_4` |
| Slew Viols, Final | `0` |
| Gpl congestion | `1.17` |
| Relative slew margins | `0.290` |
| Mean Syn Cell Area | `approximately 8 um^2` |
| DRT antenna net count | `0` |
| Count leader, synth | `inv_1` |
| Placed cell area | `0.0305 mm^2` |
| Worst Hold Class | `input port to output port` |
| Max Freq | `slightly below 0.07 GHz` |
| First-iteration detailed-routing DRC count | `3,393` |
| Die H | `between 200 and 250 um` |
| Antenna violations before repair | `8` |
| Hold buffers post-CTS | `0` |
| Seq share, synth | `0` |
| Crit Path Category | `input port to output port` |
| Actual slew at the worst max-slew pin | `1.06 ns` |
| Syn Inst Count | `3,363` |
| CP Capture Type | `output port` |
| Worst path max stage delay | `0.51 ns` |
| Status | `completed` |
| Total Routed Length | `136,000 um` |
| Area leader, netlist | `fa_1` |
| Chip width | `231 um` |
| Number of buffers added on ports | `approximately 100` |
| # rows | `around 83` |
| Final setup viols | `0` |
| Yosys stat area | `0.0263 mm^2` |
| Worst-path fanout max | `10` |
| Drt pass-1 iters | `9` |
| Fill cells | `4,291` |
| Detailed placement HPWL | `110,000 um` |
| Fin util | `0.601` |
| Seq. cell area | `0 um^2` |
| Routed len/inst | `31.8 um` |
| Most instantiated cells after synthesis | `inv_1, nor2_1, fa_1, nand2_1, ha_1` |
| Core Footprint | `just over 0.05 mm^2` |
| Die area | `0.0535 mm^2` |
| Area growth syn-to-layout | `17.8%` |
| # DRC | `0` |
| All-layer global routing usage | `0.542` |
| WP data arrival | `11.63 ns` |
| Synth warn | `1` |
| CP max stage cell | `fa_1` |
| Flip-flop and latch count | `0` |
| Top-area cell share | `0.312` |
| Fp util | `0.510` |
| Clkbuf count | `0` |
| Startpoint Class | `input port` |
| Ports | `~100` |
| Final Cycle Share | `0.986` |
| Largest net degree at the start of global routing | `between 50 and 60` |
| Yosys cell types | `between 90 and 100` |
| Share of layout cells above drive strength 1 | `0.167` |
| DR vias | `28,790` |
| Design area | `about 0.031 mm^2` |
| Final hold violations | `0` |
| Req. time, crit path | `11.84 ns` |
| Max cap viols | `0` |
| GR Overflow Total | `0` |
==> repair_timing <==
item,CTS,global route
setup endpoints to repair,2,2
buffers inserted,8,3
pin swaps,29,18
cloned,0,1
gates resized,77,42
==> cells by family (layout without fill, tap and decap cells) <==
kind of cell / after synthesis / count (layout) / synth area share
compound gates: 631 / 631 / 0.171
buf+inv: 734 / 974 / 0.109
simple gates: 1123 / 1123 / 0.190
fa+ha+maj: 629 / 629 / 0.416
mux: 153 / 153 / 0.0828
other cells: 0 / 6 / 0
xor+xnor: 93 / 93 / 0.0310
==> routing by layer <==
metal / track usage / vias up / share of wire
li1: - / 11794 / -
met1: 0.660 / 13790 / 0.34
met2: 0.722 / 2511 / 0.39
met3: 0.342 / 671 / 0.18
met4: 0.326 / 24 / 0.089
met5: 0.0478 / - / 0.0033
==> area by class of cell <==
| cell class | instances | area, um^2 | share of cell area |
|---|---|---|---|
| inverter | 480 | 1810 | 0.0585 |
| antenna | 6 | 15.0 | 0.000484 |
| tap | 680 | 851 | 0.0274 |
| timing repair buffer | 494 | 4530 | 0.146 |
| multi-input combinational | 2629 | 23800 | 0.767 |
==> placed cells by master, fill, tap and decap left out, types with 17 or more instances in the layout <==
cell type        netlist  routed
and2_1                17      17
nand2_1              366     366
nor2_1               448     425
inv_1                462     453
nor3_1                54      53
nor2_2                 1      19
and3_1                22      22
nor4_1                25      21
ha_1                 219     210
a21oi_1              118     115
buf_4                  8     341
o21ai_0              102      97
mux4_2                49      49
a221oi_1              19      19
nor2b_1               19      18
clkdlybuf4s50_1        0      84
fa_1                 410     403
a21o_1                28      28
a22oi_1               20      19
nand2b_1              19      19
mux2_2                28      28
a31oi_1               39      39
xnor2_1               75      74
nand3_1               57      56
buf_12                 0      40
a211oi_1              25      24
o211ai_1              41      41
mux2i_1               76      76
nand4_1               21      21
xor2_1                18      18
==> stage by stage <==
step | std cells | setup WS (ns) | hold WS, ns
after floorplan | 3363 | 0.219 | 6.23
after global placement | 4271 | -0.861 | 7.26
after detailed placement | 4271 | -0.702 | 7.26
after CTS | 4279 | 0.218 | 7.26
after global routing | 4284 | -0.0157 | 7.33
final | 4289 | 0.214 | 7.27
==> worst max-delay path, delay by kind of cell <==
kind | cells | cell delay, ns
adder cells (fa/ha/maj) | 9 | 3.81
XOR/XNOR | 1 | 0.17
buffers and inverters | 13 | 2.56
AND/OR/NAND/NOR | 2 | 0.22
AND-OR/OR-AND | 9 | 1.88
==> path summary, 6_finish.rpt <==
kind     endpoint  cells after the start     start  slack (ns)
max   alu_out[31]                     34  bus_a[4]        0.21
min    alu_out[2]                     10  bus_b[2]        7.27
