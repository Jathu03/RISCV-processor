==> ./design.v <==
module pcc (
	input logic clk, rstn,
	input logic [31:0] pc_offset,		 
	input logic [31:0] target_pc,	 
	input logic [2:0] branch_type,
	input logic alu_zero, alu_neg,
	input logic stay,
	output logic [31:0] pc,		 
	output logic [31:0] return_pc
);
	logic [31:0] next_pc;
	logic branch;
	always @(posedge clk or negedge rstn) begin
		if (!rstn) pc <= 32'b0;
		else pc <= next_pc;
	end
	always_comb begin
		if (stay)	 
			next_pc = pc;
		else if (!branch_type || !branch)  
			next_pc = pc + 4;
		else if (branch_type == 3'b010) 
			next_pc = {target_pc[31:1], 1'b0};	 
		else
			next_pc = pc + pc_offset;
	end
	assign branch = (branch_type == 3'b001) ||
						 (branch_type == 3'b010) || 
						 (branch_type == 3'b011 && alu_zero) ||
						 (branch_type == 3'b100 && (!alu_zero)) ||
						 (branch_type == 3'b101 && (!alu_zero)) ||
						 (branch_type == 3'b110 && alu_zero); 	 
	assign return_pc = pc + 4;
endmodule
==> ./run.sh <==
#!/bin/bash
# OpenROAD 26Q1-2900-gdf79404cd8, Yosys 0.63+post, stock flow scripts
make -C /OpenROAD-flow-scripts/flow DESIGN_CONFIG=/design/flow/config.mk WORK_HOME=/design/flow/orfs finish
==> ./config.mk <==
export PLATFORM = sky130hd
export DESIGN_NAME = pcc
export DESIGN_NICKNAME = pcc
export VERILOG_FILES = /design/flow/design.v
export SDC_FILE = /design/flow/constraint.sdc
export NUM_CORES = 4
export LEC_CHECK = 1
export CORE_UTILIZATION = 30
==> ./constraint.sdc <==
current_design pcc

set clk_period 7.8
set clk_io_pct 0.2

create_clock -name clk0 -period $clk_period [get_ports {clk}]

set non_clock_inputs [all_inputs -no_clocks]
set_input_delay [expr $clk_period * $clk_io_pct] -clock clk0 $non_clock_inputs
set_output_delay [expr $clk_period * $clk_io_pct] -clock clk0 [all_outputs]
==> job_summary.md <==
## Implementation flow summary

| Metric | Value |
|---|---|
| Status | finished, final reports clean |
| CP endpoint | return_pc[22] |
| FF-to-FF Start | pc[2] |
| Setup repair bufs after CTS | 0 |
| Final Core Density | 0.422 |
| Flip-flops with a built-in enable | 0 |
| Tmin final | 5.01 ns |
| Worst-path clk slew | 0.05 ns |
| Pin count of the biggest net entering global routing | 55 |
| Vias per std cell | 5.56 |
| Dominant logic cell type in the layout | clkdlybuf4s50_1 |
| Clock Path Buffers | 2 |
| Initial antenna violation count | 0 |
| Worst Path Arrival | 3.45 ns |
| Die H | 122 um |
| Drt first pass iters | 5 |
| FMAX | 0.200 GHz |
| Max-capacitance violation count | 0 |
| Logic area | 3290 um2 |
| First-pass GRT wire length | 23300 um |
| Critical path required time | 6.24 ns |
| HPWL after DPL | 11200 um |
| Sw Share | 0.443 |
| RSZ-0062 raised after global routing | no |
| Initial DRC count | 330 |
| Row Count | 43 |
| Int Power | 1.12 mW |
| Clock Sink Count | 32 |
| Most flop-heavy register | pc |
| Synth Warn # | 1 |
| Total track usage | 0.202 |
| Peak VDD IR | 0.116 mV |
| Hold Vio Cnt, Final | 0 |
| Asr flop ratio synth | 1.00 |
| CP max FO | 8 |
| Main flop type | dfrtp_1 |
| Area growth syn-to-layout | 37.0% |
| Comb pwr share | 0.704 |
| Mapped Area | 4300 um2 |
| Leak pwr | 2.35 nW |
| Clock skew | 0.00733 ns |
| Die area | 14800 um2 |
| Seq pwr share | 0.201 |
| Hold_buf cts | 0 |
| Synth Seq Share | 0.186 |
| Register area | 801 um2 |
| Post-Syn Area per Cell | 7.45 um2 |
| Inserted Diodes | 0 |
| Post-route DRC | 0 |
| Slew Limit Fails | 0 |
| RR Endpoint | pc[22] |
| Crit path from | pc[2] |
| Slew HR | 0.427 |
| Clock network fraction of design power | 0.095 |
| HP Class | reg -> reg |
| YS chip area | 4300 um2 |
| Flops & latches, synth | 32 |
| Slew at the pin closest to its max-slew limit | 0.857 ns |
| IO Port Bufs | 133 |
| Setup violations, final | 0 |
| Core area | 13900 um2 |
| H-tree depth | 2 |
| Mapped Cells | 577 |
| Cts repair resizes | 0 |
| Initial core utilization | 0.308 |
| Crit end category | output pin |
| RePlAce Congestion | 0.942 |
| FILL cells | 1365 |
| Yosys cell count | 577 |
| Period utilization | 0.642 |
| Setup TNS | 0 ns |
| Net Sw Power | 0.887 mW |
| Biggest regs | pc: 32 flops |
| Most frequent cells in the layout | clkdlybuf4s50_1, a21oi_1, nand2_1, nor2_1, xnor2_1 |
| I/O pin total | 136 |
| Crit path launch type | flip-flop |
| OpenROAD warnings | 27 |
| CTS tree | built |
| Average routed wire per standard cell | 17.1 um |
| Vias in the first global route | 4484 |
| Cell variety after synth | 70 |
| Layout cell share with drive strength beyond 1 | 0.0553 |
| R2R Setup Slk | 4.75 ns |
| WL final | 14800 um |
| Global route total overflow | 0 |
| ANT nets after route | 0 |
| Vias post-DR | 4824 |
| FF-to-FF path depth | 9 |
| Die Wd | 122 um |
| Max reg flops | 32 |
| Critical path type | reg -> out |
| Cell area power density | 341 nW/um2 |
| Worst skew pair latency | 0.28 ns |
| CTS Buf Count | 5 |
| Clk root buf | clkbuf_16 |
-- critical path, stage by stage (launching register included) --
cell	delay, ns
dfrtp_1	0.44
ha_1	0.33
nand4_1	0.20
nor2_1	0.70
nand2_1	0.26
nor2_2	0.30
nand3_1	0.13
xnor2_1	0.28
clkdlybuf4s50_1	0.52
-- worst min path at each step --
| stage | startpoint | end | slack, ns | depth (start not counted) |
|---|---|---|---|---|
| after CTS | pc[0] | pc[0] | 0.57 | 2 |
| after global routing | pc[0] | pc[0] | 0.62 | 2 |
| final | pc[0] | pc[0] | 0.57 | 2 |
-- power groups by stage --
stage         logic [mW]  registers (mW)  clock network (mW)
CTS                 1.41           0.402               0.193
global route        1.57           0.418               0.201
finish              1.41           0.403               0.189
-- final cells by class --
type / count / share of cell area
Tap cell: 180 / 0.0383
Multi-Input combinational cell: 493 / 0.559
Clock buffer: 6 / 0.0219
Inverter: 15 / 0.00957
Sequential cell: 32 / 0.136
Timing Repair Buffer: 140 / 0.234
Clock inverter: 1 / 0.000850
-- cells by family after synthesis --
logic type | synth area share
muxes | 0.0140
buffers and inverters | 0.0501
xor gates and xnor gates | 0.106
adders and majority gates | 0.0978
and+or+nand+nor | 0.227
AOI/OAI and AO/OA | 0.319
DFF | 0.186
-- metal layers --
metal | GRT usage | share of wire | vias to the layer above
li1 | - | - | 2362
met1 | 0.300 | 0.45 | 2261
met2 | 0.334 | 0.48 | 187
met4 | 0.0231 | 0.012 | 0
met5 | 0 | 0 | -
met3 | 0.0157 | 0.053 | 14
-- synth_stat cells, drive strengths merged, types with 3 or more instances --
library cell | instances | area [um2]
a221oi | 4 | 35.0
or2 | 3 | 21.3
a21boi | 3 | 26.3
or3 | 3 | 18.8
and4 | 5 | 46.3
a31oi | 15 | 93.8
a21oi | 60 | 304
xor2 | 14 | 123
nand2 | 56 | 210
xnor2 | 38 | 333
a2111oi | 3 | 26.3
nand4 | 18 | 113
dfrtp | 32 | 801
inv | 15 | 56.3
o22ai | 11 | 68.8
nor2b | 7 | 43.8
nor2 | 56 | 215
o21a | 6 | 46.3
a211o | 4 | 35.0
o221ai | 6 | 52.6
clkbuf | 27 | 101
buf | 10 | 57.6
mux2i | 6 | 60.1
o41ai | 3 | 60.1
nor3 | 15 | 86.3
o211ai | 6 | 50.1
and3 | 3 | 18.8
a211oi | 7 | 67.6
o21ai | 32 | 160
nand3 | 25 | 125
a21o | 19 | 146
nand2b | 4 | 25.0
ha | 32 | 400
-- stage by stage --
step                setup WS (ns)  hold WS, ns  total power, mW  cells  area (um2)
floorplan                    4.02        0.497             1.24    577        4300
global placement             3.25        0.551             1.81    860        5750
detailed placement           3.21        0.561             1.81    860        5750
CTS                          2.87        0.574             2.01    867        5890
global route                 2.66        0.621             2.19    867        5890
finish                       2.79        0.568             2.00    867        5890
Power and IR drop assume default switching activity.
